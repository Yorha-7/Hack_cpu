$ cat flow/design.v
`timescale 1ns / 1ps
module ALU(input wire [15:0] x,y,
           input wire [5:0] signal,
           output [15:0] out, 
           output cout
           );
    reg [16:0] sum;
    reg carry;
    reg [15:0] anded;
    reg [15:0] temp_x;
    reg [15:0] temp_y;
    reg [15:0] ans;
    initial begin
        anded = 0; ans = 0; sum = 0;carry = 0;
    end
    always @(*) begin
        temp_x = x;
        temp_y = y;    
        if (signal[5] == 1)
            temp_x = 0;
        if (signal[4] == 1)
            temp_x = ~temp_x;
        if (signal[3] == 1)
            temp_y = 0;
        if (signal[2] == 1)
            temp_y =~temp_y;
        if (signal[1] == 1)
            begin
            sum = temp_x + temp_y;
            ans = sum[15:0];
            carry = sum[16];
            end
        if (signal[1] == 0)
            begin
            anded = temp_x & temp_y;
            ans = anded;
            end
        if (signal[0] == 1)    
            ans = ~ans;          
    end
    assign out = ans;
    assign cout = carry;
endmodule
$ cat flow/run.sh
#!/bin/bash
# OpenROAD 26Q1-2900-gdf79404cd8, Yosys 0.63+post, stock flow scripts
make -C /OpenROAD-flow-scripts/flow DESIGN_CONFIG=/design/flow/config.mk WORK_HOME=/design/flow/orfs finish
$ cat flow/config.mk
export PLATFORM = sky130hd
export DESIGN_NAME = ALU
export DESIGN_NICKNAME = ALU
export VERILOG_FILES = /design/flow/design.v
export SDC_FILE = /design/flow/constraint.sdc
export NUM_CORES = 4
export LEC_CHECK = 1
export CORE_AREA = 10 10 109 109
export DIE_AREA = 0 0 119 119
$ cat flow/constraint.sdc
current_design ALU

set clk_period 6.0
set clk_io_pct 0.2

create_clock -name clk0 -period $clk_period

set non_clock_inputs [all_inputs -no_clocks]
set_input_delay [expr $clk_period * $clk_io_pct] -clock clk0 $non_clock_inputs
set_output_delay [expr $clk_period * $clk_io_pct] -clock clk0 [all_outputs]
==> flow_summary.toml <==
# flow metrics
[place]
dp.cells = 411
placed_cell_area_mm2 = 0.002397
gp_congestion = 0.8326
dp_hpwl_um = 4183
io_buffers = 55

[final_timing]
hold_violations = 0
worst_slew_pin_slew_ns = 0.4047
setup_tns_ns = 0
unclocked_regs = 1
max_freq_ghz = 0.1764
untimed_endpoints = 2
drv_slew = 0
rsz0062_at_grt = "no"
setup_viol = 0
relSlewSlack_pct = 72.74
finalClockPeriodUsage_pct = 94.47
period_needed_ns = 5.668

[worst_setup_path]
critical_path_buf_inv_count = 3
cp_top_family = "buffers and inverters"
path_depth = 14
cp.required_ns = 4.80
slowest_delay_ns = 0.49
cp_slowest_cell = "clkdlybuf4s50_1"
path_cells = "clkdlybuf4s50_1 -> nand2b_1 -> xnor2_1 -> ha_1 -> inv_1 -> fa_1 -> nor2b_4 -> o31a_4 -> o31ai_4 -> o21ai_2 -> or4b_1 -> o311ai_2 -> xor2_1 -> clkdlybuf4s50_1"
startpoint_type = "input pin"
crit_top_cell = "clkdlybuf4s50_1"
cp-end-kind = "output pin"
path_class = "input pin to output pin"
cp.arrival_ns = 4.47
path_max_fanout = 6

[cells_and_area]
final_area_mm2 = 0.002397
fillerInstances = 1064
fin_cells = 411
largest_reg_flops = 1
final_cell_mix = "clkdlybuf4s50_1, xnor2_1, nand2b_1, ha_1, nor2_1"
layout-drive-gt1-share_pct = 5.755
area_growth_pct = 44.28
mostFrequentLayoutCell = "clkdlybuf4s50_1"

[logic_synthesis]
ys_types = 37
adder_share_pct = 13.25
ys_cells = 226
ys_area_mm2 = 0.001662
yosys.area_share.xor_xnor_pct = 29.52
synth.area.mux_share_pct = 6.024
asyncSetResetFlopFracSynth_pct = 0
synthAoiAreaFrac_pct = 18.60
avgSynthCellArea_um2 = 7.352
topCombFamilyByArea = "XOR/XNOR gates"
ys_ff = 1
synthCells = 226
flop_cell = "dlxtp_1"
syn_area_mm2 = 0.001662
edf_count = 0
yosys_warnings = 17
ys_sh_simple_pct = 28.09

[route]
drc_errors = 0
vias = 1607
drt_first_pass_iters = 4
antenna_cells = 0
vias_per_cell = 3.910
ant_nets = 0
wl_um = 4670
post_drt_wl_per_cell_um = 11.36
drt_iter0_drc = 39

[clock_tree]
cts_setup_buffers = 0
cts_resized = 0
cts_hold_buf = 0

[floorplan]
dieArea_mm2 = 0.01416
ios = 55
die_w_um = 119
rows = 36
fp_util_pct = 17.24
core_area_mm2 = 0.009639
die_h_um = 119

[worst_hold_path]
min_path_type = "input pin to output pin"
hold_depth = 4

[job]
warnings = 32
maxCapViolCount = 0

[outcome]
status = "complete, no violations"

[global_routing]
grt_pass1_wl_um = 8066
grt.overflow.total = 0
grtUsageTotal_pct = 6.595
grt_max_degree = 29
antenna_found_initial = 0
grt_pass1_vias = 1677

[power_and_ir_drop]
pwr_density_cell_mw_per_mm2 = 150.3
vdd_drop_max_mv = 0.02864
total_leakage_power_nw = 0.8975
## where the power goes
| group | internal (mW) | total, mW | switching [mW] |
|---|---|---|---|
| Combinational | 0.206 | 0.359 | 0.152 |
| Sequential | 0.00147 | 0.00165 | 0.000182 |
| Clock | 0 | 0 | 0 |
| Total | 0.208 | 0.360 | 0.152 |
## layer usage
metal	global-route usage, %	vias up	share of wire, %
met2	11.93	20	50
met3	1.295	0	4.4
met4	0	0	0
li1	-	875	-
met5	0	-	0
met1	8.367	712	45
## final cells by class
type | instances | area (um2) | share of cell area [%]
Multi-Input combinational cell | 209 | 1587 | 66.18
Timing Repair Buffer | 63 | 610.6 | 25.47
Tap cell | 133 | 166.4 | 6.942
Inverter | 5 | 18.77 | 0.7829
Sequential cell | 1 | 15.01 | 0.6263
## worst paths after layout
path              endpoint  startpoint
hold / removal     out[15]   signal[0]
setup / recovery   out[14]   signal[3]
## per-stage QoR
stage | hold WS [ns] | setup WS, ns | power (mW) | util, %
finish | 3.564 | 0.3319 | 0.3604 | 24.87
floorplan | 2.724 | 1.044 | 0.2286 | -
CTS | 3.587 | 0.2749 | 0.3691 | 24.87
global route | 3.627 | 0.05050 | 0.4062 | 24.87
global placement | 3.582 | 0.3037 | 0.3661 | 24.87
detailed placement | 3.586 | 0.2865 | 0.3676 | 24.87
## cells by family after synthesis
kind of cell / Yosys count
adders and majority gates: 17
and+or+nand+nor: 82
latches: 1
buffers and inverters: 16
muxes: 10
AOI/OAI and AO/OA: 44
xor gates and xnor gates: 56
## cell usage after synthesis (2+ instances only)
library cell / instances / area, um2
xor2_1: 4 / 35.03
nor2b_4: 2 / 27.53
xnor2_1: 52 / 455.4
nor2b_1: 4 / 25.02
mux2i_1: 10 / 100.1
or2_2: 2 / 12.51
ha_1: 16 / 200.2
o21ai_0: 11 / 55.05
o21bai_1: 2 / 15.01
or3_1: 2 / 12.51
inv_1: 5 / 18.77
nand2_1: 10 / 37.54
nand2b_1: 36 / 225.2
clkbuf_1: 8 / 30.03
nand3_1: 7 / 35.03
buf_1: 3 / 11.26
o211ai_1: 2 / 15.01
a21oi_1: 12 / 60.06
a21o_1: 3 / 22.52
nand4_1: 2 / 12.51
a31oi_1: 4 / 25.02
nor2_1: 14 / 52.55
No activity file was given, so power comes from the tool's default toggle rates.
