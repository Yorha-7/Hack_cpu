[/design/flow/config.mk]
export PLATFORM = sky130hd
export DESIGN_NAME = ssd
export DESIGN_NICKNAME = ssd
export VERILOG_FILES = /design/flow/design.v
export SDC_FILE = /design/flow/constraint.sdc
export NUM_CORES = 4
export LEC_CHECK = 1
export CORE_UTILIZATION = 40
[/design/flow/constraint.sdc]
current_design ssd

set clk_period 22.5
set clk_io_pct 0.2

create_clock -name clk0 -period $clk_period [get_ports {clk}]

set non_clock_inputs [all_inputs -no_clocks]
set_input_delay [expr $clk_period * $clk_io_pct] -clock clk0 $non_clock_inputs
set_output_delay [expr $clk_period * $clk_io_pct] -clock clk0 [all_outputs]
[/design/flow/design.v]
`timescale 1ns / 1ps
module ssd(
    input clk,                
    input [15:0] data_in,     
    output reg [6:0] seg,     
    output reg [3:0] an       
);
    reg [3:0] thousands, hundreds, tens, ones;
    integer i;
    reg [16:0] refresh_counter = 0;  
    reg [1:0] sel = 0;
    reg [27:0] shift;
    always @(*) begin
        shift = 28'd0;
        shift[15:0] = data_in;
        for(i=0; i<16; i=i+1) begin
            if(shift[19:16] >= 5) shift[19:16] = shift[19:16] + 3;
            if(shift[23:20] >= 5) shift[23:20] = shift[23:20] + 3;
            if(shift[27:24] >= 5) shift[27:24] = shift[27:24] + 3;
            shift = shift << 1;
        end
        ones      = shift[19:16];
        tens      = shift[23:20];
        hundreds  = shift[27:24];
        thousands = shift[27:24] >= 10 ? 4'd9 : shift[27:24];  
    end
    always @(posedge clk) refresh_counter <= refresh_counter + 1;
    always @(posedge clk) sel <= refresh_counter[16:15];  
    function [6:0] bcd7seg;
        input [3:0] bcd;
        begin
            case(bcd)
                4'd0: bcd7seg = 7'b1000000;
                4'd1: bcd7seg = 7'b1111001;
                4'd2: bcd7seg = 7'b0100100;
                4'd3: bcd7seg = 7'b0110000;
                4'd4: bcd7seg = 7'b0011001;
                4'd5: bcd7seg = 7'b0010010;
                4'd6: bcd7seg = 7'b0000010;
                4'd7: bcd7seg = 7'b1111000;
                4'd8: bcd7seg = 7'b0000000;
                4'd9: bcd7seg = 7'b0010000;
                default: bcd7seg = 7'b1111111;
            endcase
        end
    endfunction
    always @(*) begin
        case(sel)
            2'b00: begin an = 4'b1110; seg = bcd7seg(ones); end
            2'b01: begin an = 4'b1101; seg = bcd7seg(tens); end
            2'b10: begin an = 4'b1011; seg = bcd7seg(hundreds); end
            2'b11: begin an = 4'b0111; seg = bcd7seg(thousands); end
        endcase
    end
endmodule
[/design/flow/run.sh]
#!/bin/bash
# OpenROAD 26Q1-2900-gdf79404cd8, Yosys 0.63+post, stock flow scripts
make -C /OpenROAD-flow-scripts/flow DESIGN_CONFIG=/design/flow/config.mk WORK_HOME=/design/flow/orfs finish
==> run_summary.xml <==
<?xml version="1.0" encoding="UTF-8"?>
<metrics>
  <group name="job">
    <metric name="openroad_warning_count" unit="">49</metric>
    <metric name="max_cap_viol_count" unit="">0</metric>
  </group>
  <group name="synth">
    <metric name="synth-edff-count" unit="">0</metric>
    <metric name="synthArstFlopShare" unit="%">0</metric>
    <metric name="synthAoiAreaFrac" unit="%">42.4</metric>
    <metric name="synth_area_in_simple_gates" unit="%">25.3</metric>
    <metric name="synth-warning-count" unit="">1</metric>
    <metric name="synth_cell_type_count" unit="">119</metric>
    <metric name="top_logic_kind" unit="">AND-OR/OR-AND gates</metric>
    <metric name="synth.area.top_cells" unit="">ha_1 9.4%, dfxtp_1 5.6%, nand2_1 4.5%</metric>
    <metric name="top_area_share" unit="%">9.37</metric>
    <metric name="synthDominantAreaCellType" unit="">ha_1</metric>
    <metric name="synthesis.area" unit="um2">6810</metric>
    <metric name="postSynth.topFlopCell" unit="">dfxtp_1</metric>
    <metric name="fa_ha_area_share" unit="%">9.52</metric>
    <metric name="yosysCellCount" unit="">943</metric>
    <metric name="yosys.area_share.xor_xnor" unit="%">3.97</metric>
    <metric name="post_syn_instances" unit="">943</metric>
    <metric name="ys.flops" unit="">19</metric>
    <metric name="ys_chip_area" unit="um2">6810</metric>
    <metric name="ys_seq_share" unit="%">5.59</metric>
    <metric name="syn-mean-instance-area" unit="um2">7.22</metric>
    <metric name="post_synth_mux_area_share" unit="%">7.22</metric>
  </group>
  <group name="clocking">
    <metric name="cts_max_path_buffers" unit="">2</metric>
    <metric name="post_cts_hold_buffer_count" unit="">0</metric>
    <metric name="cts_made_buffers" unit="">3</metric>
    <metric name="clock_sink_count" unit="">19</metric>
    <metric name="cts.clk_slew.worst_paths" unit="ns">0.05</metric>
    <metric name="worstSkewPairLatency" unit="ns">0.24</metric>
    <metric name="h-tree-depth" unit="">1</metric>
    <metric name="clock_tree_from_tritoncts" unit="">yes</metric>
    <metric name="root_buffer_cell" unit="">clkbuf_16</metric>
  </group>
  <group name="layout">
    <metric name="filler_cell_count" unit="">1677</metric>
    <metric name="layout.cells.most_common" unit="">nand2_1</metric>
    <metric name="final_cells" unit="">1197</metric>
    <metric name="final_cell_mix" unit="">81 x nand2_1, 69 x nor2_1, 52 x a21oi_1</metric>
    <metric name="postLayoutCoreUtil" unit="%">46.7</metric>
    <metric name="regArea" unit="um2">380</metric>
    <metric name="mi_logic_area" unit="um2">6160</metric>
    <metric name="area_growth_syn_to_layout" unit="%">13.6</metric>
    <metric name="layout-drive-gt1-share" unit="%">16.4</metric>
  </group>
  <group name="die">
    <metric name="starting_density" unit="%">41.1</metric>
    <metric name="floorplan.core_area" unit="um2">16600</metric>
    <metric name="ios" unit="">28</metric>
    <metric name="die-height" unit="um">132</metric>
    <metric name="area_of_the_die" unit="um2">17600</metric>
    <metric name="dieWidth" unit="um">132</metric>
    <metric name="rows" unit="">47</metric>
  </group>
  <group name="grt">
    <metric name="first_global_vias" unit="">6535</metric>
    <metric name="grt_overflow" unit="">0</metric>
    <metric name="grt_antenna_before_repair" unit="">0</metric>
    <metric name="grt_start_max_net_pins" unit="">18</metric>
    <metric name="track_usage" unit="%">19.8</metric>
    <metric name="grt_pass1_wl" unit="mm">30.2</metric>
  </group>
  <group name="critical_path">
    <metric name="reg2reg_to" unit="">refresh_counter[13]$_DFF_P_</metric>
    <metric name="critical-path-slowest-cell" unit="">or4_4</metric>
    <metric name="reg2reg_slack" unit="ns">20.97</metric>
    <metric name="worst_r2r_path_cells" unit="">6</metric>
    <metric name="critical-path-max-stage-delay" unit="ns">0.56</metric>
    <metric name="critical_path.reg2reg.startpoint" unit="">refresh_counter[2]$_DFF_P_</metric>
    <metric name="cp.required" unit="ns">18.00</metric>
    <metric name="endpoint_kind" unit="">primary output</metric>
    <metric name="critPathArrivalTime" unit="ns">17.10</metric>
    <metric name="setup.worst_path.start_class" unit="">input port</metric>
    <metric name="most_frequent_cell_on_critical_path" unit="">ha_1</metric>
    <metric name="crit_fanout" unit="">10</metric>
    <metric name="timing_worst_setup_path_type" unit="">in2out</metric>
  </group>
  <group name="timing">
    <metric name="hold_violations" unit="">0</metric>
    <metric name="fmax" unit="MHz">46.3</metric>
    <metric name="final.setup_skew" unit="ns">0.000817</metric>
    <metric name="worst-slew-pin-transition" unit="ns">0.780</metric>
    <metric name="period_minus_slack" unit="ns">21.60</metric>
    <metric name="slew_viol_final" unit="">0</metric>
    <metric name="setup_viol" unit="">0</metric>
    <metric name="relSlewSlack" unit="%">46.5</metric>
    <metric name="totalNegativeSetupSlack" unit="ns">0</metric>
    <metric name="fin_crit_sh" unit="%">96.0</metric>
  </group>
  <group name="hold_path">
    <metric name="min_to" unit="">sel[0]$_DFF_P_</metric>
    <metric name="hold_class" unit="">reg2reg</metric>
    <metric name="hp-start" unit="">refresh_counter[15]$_DFF_P_</metric>
    <metric name="min_delay_path_depth" unit="">0</metric>
  </group>
  <group name="route">
    <metric name="detail_route.first_pass.iterations" unit="">5</metric>
    <metric name="route.antenna.diode_count" unit="">0</metric>
    <metric name="detail_route.wirelength" unit="mm">17.1</metric>
    <metric name="ant_nets" unit="">0</metric>
    <metric name="wire_length_per_cell_after_detailed_routing" unit="um">14.3</metric>
    <metric name="drc" unit="">0</metric>
    <metric name="num_vias" unit="">7328</metric>
    <metric name="dr.first_iter.drc_count" unit="">531</metric>
    <metric name="vias_per_cell" unit="">6.12</metric>
  </group>
  <group name="run_status">
    <metric name="status" unit="">finished, final reports clean</metric>
  </group>
  <group name="placement">
    <metric name="hpwl" unit="mm">13.2</metric>
    <metric name="place.gp.congestion" unit="">0.915</metric>
    <metric name="dpl.cell_count" unit="">1182</metric>
    <metric name="port_buffers" unit="">27</metric>
  </group>
</metrics>
critical path, delay by kind of cell:
family,cells,cell delay (ns)
xor+xnor,1,0.16
fa+ha+maj,12,2.42
mux,1,0.31
simple gates,17,3.32
buf+inv,11,1.91
compound gates,22,4.44
worst max path at each step:
stage | slack, ns | end | from | cells past startpoint
global route | -0.05 | seg[5] | data_in[13] | 68
finish | 0.90 | seg[5] | data_in[13] | 64
CTS | 0.03 | seg[5] | data_in[14] | 67
final cells by class:
| type | count | area share (%) |
|---|---|---|
| inverters | 59 | 2.86 |
| repair buffers | 73 | 7.99 |
| flip-flops and latches | 19 | 4.92 |
| clock buffers | 4 | 1.02 |
| well taps | 220 | 3.56 |
| multi-input cells | 822 | 79.7 |
Yosys cell counts, types with 8 or more instances:
| master | instances |
|---|---|
| nand3_1 | 45 |
| and2_1 | 9 |
| nand2b_1 | 15 |
| inv_1 | 51 |
| ha_1 | 51 |
| buf_2 | 11 |
| o22ai_1 | 9 |
| mux2i_1 | 23 |
| a211oi_1 | 15 |
| a21oi_1 | 53 |
| o31ai_1 | 8 |
| or3_1 | 9 |
| nor2b_1 | 8 |
| o211ai_1 | 24 |
| xnor2_1 | 19 |
| o21ai_1 | 11 |
| and3_1 | 12 |
| nor4_1 | 12 |
| nand4_1 | 13 |
| o21ai_0 | 37 |
| nand2_1 | 81 |
| a21o_1 | 10 |
| dfxtp_1 | 19 |
| mux2_2 | 9 |
| a31oi_1 | 10 |
| o221ai_1 | 10 |
| nor2_1 | 72 |
| nor3_1 | 30 |
| clkbuf_1 | 28 |
| o32ai_1 | 8 |
| o21a_1 | 12 |
state kept, by name, indices dropped and copies added, names as in the netlist:
name	count
sel	2
refresh_counter	17
cell families after synthesis:
family | count (synthesis)
xor gates and xnor gates | 27
adders and majority gates | 52
DFF | 19
and+or+nand+nor | 340
buffers and inverters | 102
AOI/OAI and AO/OA | 361
muxes | 42
metal layers:
metal	global-route usage [%]	routed length, um	vias to the layer above	part of all wire (%)
li1	-	-	3765	-
met1	30.1	8650	3375	51
met2	32.4	7730	166	45
met3	0.625	562	22	3.3
met4	1.92	175	0	1.0
met5	0	0	-	0
repair_timing:
action	in CTS	in global routing
gates resized	2	29
setup buffers	0	11
endpoints found under the setup margin	1	7
pin swaps	0	14
stage by stage:
stage	setup WS (ns)	hold slack, ns	instance area [um2]
after floorplan	1.44	0.331	6810
after detailed placement	-0.144	0.339	7430
after global placement	0.120	0.337	7430
after global routing	-0.0517	0.360	7740
after CTS	0.0308	0.353	7520
final	0.903	0.349	7740
